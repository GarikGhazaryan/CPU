`flow/config.mk`:
```
export PLATFORM = sky130hd
export DESIGN_NAME = light
export DESIGN_NICKNAME = light
export VERILOG_FILES = /design/flow/design.v
export SDC_FILE = /design/flow/constraint.sdc
export NUM_CORES = 4
export LEC_CHECK = 1
export CORE_UTILIZATION = 50
```
`flow/constraint.sdc`:
```
current_design light

set clk_period 4.1
set clk_io_pct 0.2

create_clock -name clk0 -period $clk_period [get_ports {clk}]

set non_clock_inputs [all_inputs -no_clocks]
set_input_delay [expr $clk_period * $clk_io_pct] -clock clk0 $non_clock_inputs
set_output_delay [expr $clk_period * $clk_io_pct] -clock clk0 [all_outputs]
```
`flow/design.v`:
```
module light (clk, rst, out);
input clk,rst;
output reg out;
reg [23:0] count_t1;
reg [23:0] count_t2;
reg [23:0] count_chng;
reg [23:0] count_chng2;
reg [23:0] ch_up;
reg [23:0] ch_down;
always@(posedge clk)begin
		if(rst)begin
			   	count_t1 <= 24'b0;
			   	count_t2 <= 24'b0;
				out<=1'b0;
		end
		else begin
			if(count_t2== ch_up) begin
				count_t1<=24'b0;
				out<=~out;
			end	
			if(count_t1== ch_down) begin
				count_t2<=24'b0;
				out<=~out;
			end
			if(out)count_t2<=(count_t2+{{23{1'b0}}, 1'b1});
			else count_t1<=(count_t1+{{23{1'b0}}, 1'b1});
		end
end
always@(posedge clk)begin
			ch_up<=24'd1+count_chng;
			ch_down<=24'd30000-count_chng;  
	end
always@(posedge clk)begin
		if(rst)	begin
				count_chng = 24'd0;
				count_chng2= 24'd0;
		end
		else if(count_chng2==24'd500) begin    
				count_chng<=count_chng+24'd10;   
				count_chng2<=24'd0;
		end
		else count_chng2=count_chng2+24'd1;
end
endmodule
```
`flow/run.sh`:
```
#!/bin/bash
# OpenROAD 26Q1-2900-gdf79404cd8, Yosys 0.63+post, stock flow scripts
make -C /OpenROAD-flow-scripts/flow DESIGN_CONFIG=/design/flow/config.mk WORK_HOME=/design/flow/orfs finish
```
==> notes.md <==
run metrics: status complete, no violations, ys cells 725, # resized after CTS 0, Max-area cell share 43.5%, Routed WL per cell 15.7 µm, Yosys reg bits 141, Worst Path Arrival 1.79 ns, slowest stage cell, crit path dfxtp_1, hold slack 0.392 ns, die width 116 µm, Max Cap Violations 0, cell area power density 438 mW/mm², Fill cells 1093, Clock Path Buffers 2, RR Startpoint count_t1[6], Reg-to-Reg End count_t2[22], TritonCTS Buffers 17, clk_skew 0.00660 ns, WP buf/inv 1, worst hold-check path type flop to flop, critical path's largest stage delay 0.80 ns, synthesized cell area 0.00649 mm², critical setup path kind flop to primary output, total grt overflow 0, slew margin rel. 46.1%, WHS Endpoint ch_up[23], pin count of the biggest net entering global routing 68, layout cells sized above 1 6.78%, Fin Setup TNS 0 ns, initial antenna violation count 0, Max IR drop VDD 305 µV, HP Start count_chng[23], most used flip-flop cell dfxtp_1, Layout area overhead 11.4%, DR iter-0 viols 419, # port buffers 2, CP required 3.28 ns, ANT cells 0, Die Size 0.0134 mm², DRC 0, Post-CTS Repair Setup Buffers 0, final tally of setup violations 0, Max FO, Critical Path 21, TritonRoute pass-1 iters 5, setup ws final 1.49 ns, Hold-fix buffers, CTS 0, final tally of hold violations 0, unrepaired setup endpoints after global routing false, crit path cell chain clkdlybuf4s50_1, startpoint types flop, post-route ant nets 0, FMAX 383 MHz, post-layout period usage 63.7%, Least-Margin Pin Slew 0.806 ns, Ys Warns 1, Setup crit end kind primary output, worst reg-to-reg path cell count 6, Leak 2.66 nW, clk sinks 141, Top cells excl fill/tap dfxtp_1, nor2_1, xnor2_1, vias in the first global route 4452, Distinct cells, synth 61, first-pass GRT wire length 23.1 mm, drt via density 5.47, num ports 3, number of H-tree levels 4, Root Driver clkbuf_16, max-slew violations 0, Tot Pwr 3.16 mW, Clock transition at path regs 0.06 ns, flip-flops with a built-in enable 0, All-Layer GR Usage 22.7%, register share after synthesis 43.5%, Placer Congestion 0.834, Routed WL 14.0 mm, post-synth top area cell dfxtp_1, register-to-register setup slack 1.76 ns, placed cell area 0.00656 mm², Async S/R FF share, synth 0%, Period minus WS final 2.61 ns, CTS tree done, hold path cells 0, Synth Area per Inst 8.95 µm², Finished Cell Area 0.00723 mm², Initial Util 51.4%, Commonest Layout Cell dfxtp_1, Detailed Place HPWL 9.53 mm, dpl ws 1.80 ns, Synth Instances 725, vertical die size 116 µm, tally of OpenROAD warnings 27, synth top area cells dfxtp_1, xnor2_1, xor2_1, nor2_1, nand3_1, Site Rows 41, family with the most delay on the worst path flip-flops, Late-Pin Clk Latency 0.41 ns, yosys stat chip area 0.00649 mm², DR vias 4896, Core Region 0.0126 mm²
==> layout make-up <==
cell class	count	area (µm²)	share of cell area, %
clock inverters	11	214	2.96
clock buffers	20	457	6.32
flip-flops and latches	141	2820	39.1
repair buffers	6	45.0	0.623
multi-input cells	535	3430	47.5
inverters	10	37.5	0.519
well taps	172	215	2.98
==> sequential cells by signal (all words and copies together), names as in the netlist <==
signal	flops
count_chng2	24
count_t1	24
count_t2	24
ch_up	23
count_chng	23
ch_down	22
out	1
==> through the flow <==
step / utilization (%) / cells
6_report: 57.3 / 895
5_1_grt: 57.3 / 895
4_1_cts: 57.3 / 895
3_5_place_dp: 51.9 / 864
3_3_place_gp: 51.9 / 864
2_1_floorplan: - / 725
==> worst max-delay path by stage <==
stage	from	to	slack [ns]	depth (start not counted)
after CTS	out	out	1.47	1
final	out	out	1.49	1
after global routing	out	out	1.38	1
==> synthesized netlist by cell type, drive strengths merged (2+ instances only) <==
library cell  instances
or4                   3
nor4b                 4
nand4                31
or3                   2
nand2b                3
a31oi                 5
nand3b                2
a31o                  2
and3                 16
clkbuf               25
nor3                 11
dfxtp               141
o21ai                14
nand2                49
a21oi                20
a22oi                17
a311oi                4
ha                    6
o311ai                2
nand3                40
xnor2                74
xor2                 65
nor4                 19
a2bb2oi               4
o41a                  2
o31ai                 2
o21a                  2
inv                   9
nor2                105
buf                  14
and4                  4
nor2b                 8
and2                  3
==> where the power goes <==
group	total (mW)	internal (mW)	leakage [nW]	switching [mW]
clock network	1.73	1.17	0.322	0.558
logic	0.0493	0.0144	1.20	0.0349
registers	1.39	1.38	1.14	0.00936
==> logic make-up after synthesis <==
family	count (synthesis)	synth area share [%]
AOI/OAI and AO/OA	85	9.14
adders and majority gates	6	1.16
and+or+nand+nor	304	23.7
muxes	1	0.154
DFF	141	43.5
buffers and inverters	49	3.55
xor gates and xnor gates	139	18.8
==> per-layer routing <==
layer / part of all wire (%) / GRT usage [%]
met2: 46 / 35.1
met5: 0 / 0
met3: 3.6 / 3.84
met1: 50 / 35.7
met4: 0.95 / 2.65
Power figures rest on the tool's default switching activity, not on a simulated workload.
