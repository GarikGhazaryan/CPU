File: ./design.v
module adr_gen #(parameter ADR_SIZE = 4) (clk, rst_adr, pr_res_adr, enable, up_down, adress, c_out);
input clk, rst_adr, pr_res_adr, enable, up_down;
output reg [ADR_SIZE-1:0] adress;
output reg c_out;
wire a, b;
assign a = (adress=={{ADR_SIZE-1{1'b1}},1'b0} && up_down && enable) ? 1'b1 : 1'b0;
assign b = (adress=={{ADR_SIZE-1{1'b0}},1'b1} && !up_down && enable) ? 1'b1 : 1'b0;
always@(posedge clk)begin
	if(up_down) c_out<=a;
    else c_out<=b;	
end
always@(posedge clk)begin
	if(rst_adr) adress <= {ADR_SIZE{1'b0}};
	else if (pr_res_adr) adress <={ADR_SIZE{1'b1}};
	else if (enable) begin
		if(up_down) adress <= adress+{{ADR_SIZE-1{1'b0}},1'b1};
		else adress <= adress-{{ADR_SIZE-1{1'b0}},1'b1};
	end
end
endmodule
module Bist #(parameter ADR_SIZE = 4, parameter DATA_SIZE = 8) (clk, rst, start, status, done);
input clk, rst, start;
output status, done;
wire [ADR_SIZE-1 : 0] adress;
wire [DATA_SIZE-1 : 0] data;
wire [DATA_SIZE-1 : 0] data_et;
wire enable, c_out, rst_adr, pr_res_adr, read_en, wr_en, up_down, data_bit, error;
control ctrl (clk, rst, start, c_out, error, status, done, wr_en, read_en, rst_adr, pr_res_adr, enable, up_down, data_bit );
mem #(ADR_SIZE, DATA_SIZE) mm (clk, adress, data, wr_en, read_en);
adr_gen #(ADR_SIZE) adrg (clk, rst_adr, pr_res_adr, enable, up_down, adress, c_out);
comparator #(DATA_SIZE) comp (.data_et(data_et), .data_read(data), .read_en(read_en), .error(error));
dat_gen #(DATA_SIZE) datg (data_bit, wr_en, data, data_et);
endmodule
module comparator #(parameter DATA_SIZE=8) (data_et, data_read, read_en, error);
input read_en;
input [DATA_SIZE-1 : 0] data_et, data_read;
output error;
assign error=read_en ? (data_et != data_read) : 1'b0;
endmodule
module control (clk, rst, start, c_out, error, status, done, wr_en, read_en, rst_adr, pr_res_adr, enable, up_down, data_bit );
input clk, rst, start, c_out, error;
output reg status, done, wr_en, read_en, rst_adr, pr_res_adr, enable, up_down, data_bit;
parameter STANDBY   = 3'b001;
parameter WR_UP     = 3'b010;
parameter READ_DOWN = 3'b011;
parameter WR_DOWN   = 3'b100;
parameter READ_UP   = 3'b101;
reg [2:0] state, next_state;
always@(posedge clk)begin
	if(rst)	status <= 1'b0;
	else if(error) status <= 1'b1;
end
always@(posedge clk)begin
	if(rst)
		state <= STANDBY;
	else
		state <= next_state;
end
always@(*) begin
	case(state)
		STANDBY: begin        
			if(start)
				next_state = WR_UP;
			else 
				next_state = STANDBY;
		end
		WR_UP: begin           
			if(c_out)
				next_state = READ_DOWN;
			else 
				next_state = WR_UP;
		end
		READ_DOWN: begin        
			if(c_out)
				next_state = WR_DOWN;
			else 
				next_state = READ_DOWN;
		end
		WR_DOWN: begin           
			if(c_out)
				next_state = READ_UP;
			else 
				next_state = WR_DOWN;
		end
		READ_UP: begin            
			if(c_out) 
				next_state = STANDBY;
			else
				next_state = READ_UP;
		end
		default:
				next_state = STANDBY;
	endcase
end
always@(*) begin
	case(state)
		STANDBY: begin                
			if(start)begin
				enable = 1'b1;
				rst_adr = 1'b1;
				pr_res_adr = 1'b0;
				read_en = 1'b0;
				wr_en = 1'b0;
				up_down = 1'b1;
				data_bit = 1'b0;
				done = 1'b0;
			end 
			else begin
				enable = 1'b0;
				rst_adr = 1'b1;
				pr_res_adr = 1'b0;
				read_en = 1'b0;
				wr_en = 1'b0;
				up_down = 1'b0;
				data_bit = 1'b0;
				done = 1'b1;
			end
		end
		WR_UP: begin                  
			if(c_out)begin
				enable = 1'b1;
				rst_adr = 1'b0;
				pr_res_adr = 1'b1;
				read_en = 1'b0;
				wr_en = 1'b1;
				up_down = 1'b1;
				data_bit = 1'b0;
				done = 1'b0;
			end 
			else begin
				enable = 1'b1;
				rst_adr = 1'b0;
				pr_res_adr = 1'b0;
				read_en = 1'b0;
				wr_en = 1'b1;
				up_down = 1'b1;
				data_bit = 1'b0;
				done = 1'b0;
			end
		end
		READ_DOWN: begin             
			if(c_out)begin
				enable = 1'b1;
				rst_adr = 1'b0;
				pr_res_adr = 1'b1;
				read_en = 1'b1;
				wr_en = 1'b0;
				up_down = 1'b0;
				data_bit = 1'b0;
				done = 1'b0;
			end 
			else begin
				enable = 1'b 1;
				rst_adr = 1'b0;
				pr_res_adr = 1'b0;
				read_en = 1'b1;
				wr_en = 1'b0;
				up_down = 1'b0;
				data_bit = 1'b0;
				done = 1'b0;
			end
		end
		WR_DOWN: begin              
			if(c_out)begin
				enable = 1'b1;
				rst_adr = 1'b1;
				pr_res_adr = 1'b0;
				read_en = 1'b0;
				wr_en = 1'b1;
				up_down = 1'b0;
				data_bit =1'b1;
				done = 1'b0;
			end 
			else begin
				enable = 1'b1;
				rst_adr = 1'b0;
				pr_res_adr = 1'b0;
				read_en = 1'b0;
				wr_en = 1'b1;
				up_down = 1'b0;
				data_bit = 1'b1;
				done = 1'b0;
			end
		end
		READ_UP: begin             
				enable = 1'b1;
				rst_adr = 1'b0;
				pr_res_adr = 1'b0;
				read_en = 1'b1;
				wr_en = 1'b0;
				up_down = 1'b1;
				data_bit = 1'b1;
				done = 1'b0;
		end
		default:
			begin
				enable = 1'b0;
				rst_adr = 1'b0;
				pr_res_adr = 1'b0;
				read_en = 1'b0;
				wr_en = 1'b0;
				up_down = 1'b0;
				data_bit = 1'b0;
				done = 1'b1;
			end
	endcase
end
endmodule
module dat_gen #(parameter DATA_SIZE=8) (data_bit, wr_en, data, data_et);
input data_bit, wr_en;
output [DATA_SIZE-1 : 0] data;
output [DATA_SIZE-1 : 0] data_et;
assign data = wr_en ? {DATA_SIZE{data_bit}} : {DATA_SIZE{1'bz}};
assign data_et = {DATA_SIZE{data_bit}};
endmodule
module mem #(parameter ADR_SIZE = 4, parameter DATA_SIZE = 8) (clk, adress, data, wr_en, read_en);
localparam DEPTH = (1 << ADR_SIZE) - 1;
input clk, wr_en, read_en;
input [ADR_SIZE - 1 : 0] adress;
inout [DATA_SIZE - 1 : 0] data;
reg [(DATA_SIZE - 1) : 0] ram [0 : DEPTH];
assign data = (read_en & !wr_en) ? ram[adress] : {DATA_SIZE{1'bz}};
always@(posedge clk)begin
	if(wr_en)
		ram[adress] <= data; 
end
endmodule
File: ./run.sh
#!/bin/bash
# OpenROAD 26Q1-2900-gdf79404cd8, Yosys 0.63+post, stock flow scripts
make -C /OpenROAD-flow-scripts/flow DESIGN_CONFIG=/design/flow/config.mk WORK_HOME=/design/flow/orfs finish
File: ./config.mk
export PLATFORM = sky130hd
export DESIGN_NAME = Bist
export DESIGN_NICKNAME = Bist
export VERILOG_FILES = /design/flow/design.v
export SDC_FILE = /design/flow/constraint.sdc
export NUM_CORES = 4
export LEC_CHECK = 1
export CORE_AREA = 10 10 79 79
export DIE_AREA = 0 0 89 89
File: ./constraint.sdc
current_design Bist

set clk_period 2.1
set clk_io_pct 0.2

create_clock -name clk0 -period $clk_period [get_ports {clk}]

set non_clock_inputs [all_inputs -no_clocks]
set_input_delay [expr $clk_period * $clk_io_pct] -clock clk0 $non_clock_inputs
set_output_delay [expr $clk_period * $clk_io_pct] -clock clk0 [all_outputs]
==> ci_impl_report.md <==
## PnR job results

| Metric | Value |
|---|---|
| Status | finished clean |
| # IOs | 5 |
| Max IR drop VDD | 0.000167 V |
| Post-Synthesis Mean Instance Area | 8.90 sq um |
| Ys flops | 10 |
| Main flop type after synthesis | dfxtp_1 |
| Switching share of power | 0.223 |
| Synthesized netlist cell count | 62 |
| Number of global-route vias before repair | 476 |
| DRT Wirelength | 1120 um |
| CTS Sinks | 10 |
| Number of cells in Yosys stat | 62 |
| GP Congestion | 0.752 |
| Ys async rst share | 0 |
| Number of port buffers | 3 |
| Via count | 464 |
| Seq pwr share | 0.397 |
| EDFF count, synth | 0 |
| Total iterations of the first detailed-routing run | 4 |
| OpenROAD warnings | 28 |
| Htree depth | 1 |
| Die area | 7920 sq um |
| Total core area | 4660 sq um |
| Final Non-Filler Cells | 131 |
| Yosys warnings | 13 |
| First-pass GRT wire length | 2090 um |
| Required @ worst endpoint | 1680 ps |
| Cell mode on critical path | nand2_1 |
| Top cells by count | 10 x dfxtp_1, 8 x nand2_1, 6 x mux2i_1, 6 x nor2_1 |
| Crit path buffers/inverters | 2 |
| Yosys cell types | 25 |
| Tmin final | 1950 ps |
| ANT cells | 0 |
| Seq/Total Area, Yosys | 0.363 |
| Synth area leader | dfxtp_1 |
| Core Rows | 25 |
| CTS buffer count | 3 |
| Worst-path clk slew | 50 ps |
| CTS Root Buffer Type | clkbuf_8 |
| Floorplan utilization | 0.118 |
| Vias per cell | 3.54 |
| Initial drt markers | 21 |
| DRC | 0 |
| Post-Syn Area | 552 sq um |
| Initial antenna violation count | 0 |
| DP HPWL | 802 um |
| Met2 Wirelength | 486 um |
| Pwr dens | 683 nW/um^2 |
| Die H | 89 um |
| Dominant cell area share | 0.363 |
| Ratio of final minimum period to clock period | 0.928 |
| Leakage | 0.313 nW |
| Top area cell types | dfxtp_1 36%, mux2i_1 11%, ha_1 9.1% |
| CP arrival | 1530 ps |
| Critical Path Start Type | input port |
| Class of the worst hold path | reg2reg |
| CP max stage cell | clkdlybuf4s50_1 |
| DRT antenna net count | 0 |
| GRT Residual Overflow | 0 |
| P_int | 0.408 mW |
| Metal3 WL | 54 um |
| Max clock buf depth | 2 |
| Cell with the most instances after synthesis | dfxtp_1 |
| CP Class | in2out |
| Power Total | 0.526 mW |
| WL met1 | 574 um |
| Crit end category | output port |
| GRT Total Usage | 0.0309 |
| Top Family by Delay on Critical Path | buffers and inverters |
| # setup viols final | 0 |
| CP max stage delay | 460 ps |
| Final hold vios | 0 |
| CTS tree | yes |
| Largest net degree at the start of global routing | 8 |
| Share of cells above drive strength 1 | 0.221 |
| Critical path, cell by cell | dlygate4sd2_1 > a211oi_2 > nand2_1 > nand2_1 > clkdlybuf4s50_1 |
| Logic pwr share | 0.147 |
| Synthesis-to-finish area growth | 39.5% |
| Cell count after placement | 122 |
| Latency at later pin | 240 ps |
| Skew final | 5.56 ps |
| Critical-path maximum fanout | 2 |
| Net Switching | 0.117 mW |
| Highest metal used | met4 |
| Chip Area, Yosys | 552 sq um |
| RSZ-0062 raised after global routing | no |
| Slew Limit Fails | 0 |
| Post-DR wirelength/cell | 8.54 um |
| Clock power frac | 0.455 |
| # Max-Cap Violations | 0 |
| Die X | 89 um |
| FMAX | 0.513 GHz |
[layout by cell type, fill, tap and decap left out]
cell type        synthesis  final
o211a_1                  1      1
mux2i_1                  6      6
ha_1                     4      4
nor4b_4                  1      1
clkdlybuf4s50_1          0      2
a211o_1                  1      1
o21a_1                   1      1
a21oi_1                  4      4
o31ai_1                  1      1
nor2_2                   0      1
nand2_1                  8      8
xor2_1                   1      1
nand2b_1                 2      2
dlygate4sd2_1            0      1
o21ai_0                  1      1
nand4_1                  1      1
a21boi_1                 1      1
nor3_1                   1      1
clkbuf_8                 0      4
nor2_1                   6      5
conb_1                   1      1
o21ai_1                  2      2
o211ai_1                 1      1
buf_4                    1     10
inv_1                    3      3
a211oi_2                 1      1
nand3_1                  2      2
dfxtp_1                 10     10
[worst reg2reg max path: stages (launching register included)]
cell and delay [ps]:
dfxtp_1 350, a211oi_2 260, buf_4 140, buf_4 90
buf_4 90, buf_4 90, buf_4 90, buf_4 120
mux2i_1 200, xor2_1 160, a21boi_1 70
[path summary, 6_finish.rpt]
kind	cells after the start	endpoint	start	slack [ps]
max reg2reg	10	adrg.adress[2]	ctrl.state[0]	320
min reg2reg	1	adrg.c_out	adrg.adress[3]	510
min	1	adrg.c_out	adrg.adress[3]	510
max	5	done	start	150
[area by class of cell]
type,count,area (sq um)
Inverter,3,11.3
Timing Repair Buffer,13,104
Tap cell,54,67.6
Sequential cell,10,200
Fill cell,508,3890
Multi-Input combinational cell,47,332
Clock buffer,4,55.1
[routing by layer]
| metal | vias to the layer above | GRT usage |
|---|---|---|
| li1 | 242 | - |
| met1 | 212 | 0.0434 |
| met2 | 8 | 0.0479 |
| met3 | 2 | 0.00643 |
| met4 | 0 | 0.00578 |
| met5 | - | 0 |
[power by group through the flow]
stage	Sequential (mW)	Clock [mW]	Combinational, mW
after CTS	0.209	0.248	0.0765
after global routing	0.210	0.260	0.0859
final	0.209	0.239	0.0775
[what timing repair did]
action                     in CTS  in global routing
hold buffers                    0                  0
pin swaps                       1                  0
gates resized                   1                  1
buffers inserted                5                  0
setup endpoints to repair       1                  1
[logic make-up after synthesis]
family	count (synthesis)	share of synthesized area
AND-OR/OR-AND	14	0.175
XOR/XNOR	1	0.0159
adder cells (fa/ha/maj)	4	0.0907
buffers and inverters	5	0.0408
flip-flops	10	0.363
multiplexers	6	0.109
other	1	0.00680
AND/OR/NAND/NOR	21	0.200
[flip-flops by register name (all words and copies together) (netlist names)]
signal,count
adrg.adress,4
ctrl.state,5
adrg.c_out,1
[stage by stage]
step | cell area (sq um) | util | TNS, ps | setup WS [ps] | hold WS [ps]
floorplan | 552 | - | 0 | 711 | 453
global placement | 676 | 0.145 | -46.0 | -46.0 | 500
detailed placement | 676 | 0.145 | -64.6 | -64.6 | 499
CTS | 767 | 0.165 | 0 | 70.5 | 511
global route | 769 | 0.165 | 0 | 100 | 522
finish | 769 | 0.165 | 0 | 151 | 509
No activity file was given, so power comes from the tool's default toggle rates.
