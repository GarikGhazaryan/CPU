[design.v]
module Counter_high #(parameter N=10)(clk, rst, count);
input clk, rst;
output reg [31:0] count;
always @(posedge clk) begin
	if (rst) count <= 32'b0;
	else 
		if(count==N)begin
			count <= 32'b0;
		end
		else begin
			count <= count + {{31{1'b0}}, 1'b1};
		end
end
endmodule
module Counter_low #(parameter M=10, parameter N=10)(clk, rst, count);
input clk, rst;
output reg [31:0] count;
reg [31:0] t_count;
reg level;
always @(posedge clk) begin
		if (rst) begin 
				count <= 32'b0;
            	t_count <= 32'b0;
		end
    	else
    	   	if(t_count==M)begin
            		t_count <= 32'b0;
					if(level) count <= count + {{31{1'b0}}, 1'b1};
					else  count <= count - {{31{1'b0}}, 1'b1};
        	end
       		else begin
            	t_count <= t_count + {{31{1'b0}}, 1'b1};
        end
end
always @(posedge clk) begin
		if(count==N) level<=1'b0;
		else if (count==32'b0) level<=1'b1;
end
endmodule
module LowHigh (clk, rst, led);
input clk, rst;
output reg led;
parameter length=30;
parameter speed_down=300;
wire [31:0] high_out;
wire [31:0] low_out;
Counter_high #(.N(length)) high (.clk(clk), .rst(rst), .count(high_out));
Counter_low #(.M(speed_down), .N(length)) low (.clk(clk), .rst(rst), .count(low_out));
always@(*)begin
		if(rst) led=1'b0;
		else begin
			if(high_out<low_out) led=1'b1;
			else led=1'b0;
		end
end	
endmodule
[run.sh]
#!/bin/bash
# OpenROAD 26Q1-2900-gdf79404cd8, Yosys 0.63+post, stock flow scripts
make -C /OpenROAD-flow-scripts/flow DESIGN_CONFIG=/design/flow/config.mk WORK_HOME=/design/flow/orfs finish
[config.mk]
export PLATFORM = sky130hd
export DESIGN_NAME = LowHigh
export DESIGN_NICKNAME = LowHigh
export VERILOG_FILES = /design/flow/design.v
export SDC_FILE = /design/flow/constraint.sdc
export NUM_CORES = 4
export LEC_CHECK = 1
export CORE_UTILIZATION = 30
[constraint.sdc]
current_design LowHigh

set clk_period 7.7
set clk_io_pct 0.2

create_clock -name clk0 -period $clk_period [get_ports {clk}]

set non_clock_inputs [all_inputs -no_clocks]
set_input_delay [expr $clk_period * $clk_io_pct] -clock clk0 $non_clock_inputs
set_output_delay [expr $clk_period * $clk_io_pct] -clock clk0 [all_outputs]
==> results.rst <==
Flow metrics
------------

.. list-table::
   :header-rows: 1

   * - Metric
     - Value
   * - Category of the worst setup path launch point
     - input port
   * - Count of nets left with antenna violations after detail routing
     - 0
   * - Nature of the critical path endpoint
     - output pin
   * - Yosys Chip Area
     - around 0.0064 mm^2
   * - Die footprint
     - 0.0219 mm^2
   * - Number of antenna diodes
     - 0
   * - Final Cycle Share
     - 62.3%
   * - Warnings, synthesis
     - 3
   * - Crit path time final
     - 4.80 ns
   * - Max FO, Critical Path
     - 40
   * - Post-synthesis cell count
     - 785
   * - Async set or reset register ratio after synthesis
     - 0%
   * - Initial Util
     - 30.6%
   * - Max-Slew Margin vs Limit
     - 58.6%
   * - Synthesized area per cell
     - 8.16 um^2
   * - Number of placed instances, taps included
     - 1045
   * - Total of fill cells in the finished design
     - 2218
   * - Top-count cell post-synth
     - nor2_1
   * - Weighted congestion reported at the end of routability-driven placement
     - just under 0.9
   * - Syn-to-layout area delta
     - 9.96%
   * - TritonCTS clock tree
     - done
   * - Status
     - completed
   * - Switching pwr
     - roughly 240 uW
   * - Destination of the worst register-to-register timing path
     - low.count[31]$_SDFFE_PP0P_
   * - Arrival time of the worst setup path
     - approximately 3.3 ns
   * - Hold Crit Start
     - low.t_count[0]$_SDFF_PP0_
   * - Required time of the worst setup path
     - between 6 and 7 ns
   * - Ys cells
     - slightly below 800
   * - Fraction of power spent switching nets
     - 23.8%
   * - Cts hold-fix bufs
     - 0
   * - Flip-flop and latch count after synthesis
     - 97
   * - Part of the power in the clock network
     - 47.4%
   * - Max Cap Violations
     - 0
   * - Number of warnings the tools reported
     - 27
   * - Number of max-slew violations in the final report
     - 0
   * - Wire length of the first global-routing pass
     - roughly 24000 um
   * - Initial antenna violation count
     - 0
   * - Cell count of the worst reg-to-reg path
     - 11
   * - Detailed router's first-iteration violation count
     - 251
   * - Post-detailed-route via-to-cell ratio
     - 5.03
   * - Dominant register cell in the synthesized netlist
     - dfxtp_1
   * - Post-detailed-route DRC marker count
     - 0
   * - Final cell count without fillers
     - 1061
   * - Summed negative setup slack over all endpoints
     - 0 ns
   * - Final Routed Wirelength
     - 14100 um
   * - Num Clock Sinks
     - approximately 97
   * - Iteration tally of the first detailed-router pass
     - 4
   * - Area of the multi-input gates
     - 0.00422 mm^2
   * - Crit Reg-Reg Startpoint
     - low.level$_SDFFE_PN0N_
   * - Tally of buffers added on design ports
     - 2
   * - Clock latency on the worst-skew pair
     - 0.36 ns
   * - Cell resize tally after clock tree synthesis
     - 0
   * - Grt ovf
     - 0
   * - H-tree levels
     - 3
   * - Unrepaired setup endpoints after global routing
     - no
   * - Worst-Margin Slew
     - 0.617 ns
   * - Worst hold path class
     - flop to flop
   * - Leakage Power
     - about 0.003 uW
   * - Share of synthesized area occupied by flip-flops and latches
     - 30.3%
   * - Final core utilization
     - 33.6%
   * - Max Buffers Root-to-Sink
     - 2
   * - Power density over cell area
     - approximately 140 mW/mm^2
   * - Critical path launch point
     - rst
   * - Area taken by flip-flops and latches
     - 0.00194 mm^2
   * - Share of final-layout standard cells stronger than drive strength 1
     - approximately 5.7%
   * - Largest net degree at the start of global routing
     - 53
   * - Highest achievable clock rate
     - between 0.2 and 0.25 GHz
   * - Clock tree skew after final layout
     - 0.0115 ns
   * - Routed length per placed instance
     - approximately 13 um
   * - Horizontal extent of the die
     - 148 um
   * - Clock transition at path regs
     - 0.07 ns
   * - Internal power summed over all cells
     - 773 uW
   * - Inserted Clock Buffers
     - 9
   * - CTS root buf
     - clkbuf_16
   * - Hold Violations, Final
     - 0
   * - Placed wire-length estimate
     - 10000 um
   * - Final setup fails
     - 0
   * - Post-synthesis cell area
     - around 0.0064 mm^2
   * - Vias in the first global route
     - 4938
   * - Seq pwr share
     - 50.1%
   * - Height of the die
     - 148 um
   * - Commonest cells post-synth
     - nor2_1 (109), dfxtp_1 (97), ha_1 (65)
   * - Core outline area
     - 0.0210 mm^2
   * - Cell type contributing the most total cell area after synthesis
     - dfxtp_1
   * - Logic gate share of total power
     - 2.5%
   * - Post-CTS Setup Repair Bufs
     - 0
   * - Worst setup path endpoint
     - led
   * - Worst-case vdd ir drop
     - just under 0.09 mV
   * - Total vias in the final route
     - 5335
   * - Cell Type Count
     - ~67
   * - Placement row count
     - 53
   * - Top Ports
     - 3
   * - Post-synth EDFFs
     - 0
   * - Register-to-register setup slack
     - 4.45 ns
   * - Largest cells by area
     - dfxtp_1 (30%), ha_1 (13%), nor2_1 (6.4%)
   * - Critical path class
     - input port to output pin
   * - Total routing usage reported by global routing
     - between 10% and 20%
   * - Synth top area share
     - 30.3%
-- how the worst min path moves through the flow --
stage,endpoint,cells past startpoint
after CTS,low.t_count[0]$_SDFF_PP0_,1
final,low.t_count[0]$_SDFF_PP0_,1
after global routing,low.t_count[0]$_SDFF_PP0_,1
-- flip-flops by register name (all words and copies together), names as in the netlist --
| signal | count |
|---|---|
| high.count | 32 |
| low.level | 1 |
| low.t_count | 32 |
| low.count | 32 |
-- worst max-delay path, stage by stage --
cell,delay [ns]
clkdlybuf4s50_1,0.40
buf_4,0.27
a211oi_1,0.22
o221ai_1,0.15
a21oi_1,0.18
clkdlybuf4s50_1,0.49
-- routing by layer --
layer	vias to the layer above	GRT usage, %	wire (um)
met3	11	1.72	400
li1	2826	-	-
met2	60	21.7	6380
met1	2438	20.4	7190
met4	0	1.39	138
met5	-	0	0
-- cells by family (layout without fill, tap and decap cells) --
kind of cell,after synthesis,after routing,synth area share [%]
adder cells (fa/ha/maj),66,66,13.0
AND-OR/OR-AND,161,161,16.7
XOR/XNOR,69,69,9.43
AND/OR/NAND/NOR,316,316,24.9
flip-flops,97,97,30.3
multiplexers,10,10,1.72
buffers and inverters,66,67,3.94
-- cells in the final DEF (no fill, tap or decap), types with 3 or more instances in the layout --
cell       synthesis  routed
a211oi_1           6       6
a21o_1            35      35
a21oi_1           50      50
a22o_1             3       3
a31o_2             4       4
a31oi_1            8       8
and2_1             3       3
and3_1            21      21
and4_1             5       5
buf_4              0       6
clkbuf_16          0       9
dfxtp_1           97      97
ha_1              65      65
inv_1             42      42
mux2i_1            8       8
nand2_1           50      50
nand3_1           30      30
nand4_1           20      20
nor2_1           109     109
nor2b_1            4       4
nor3_1            21      20
nor4_1            19      19
nor4b_1            7       7
o21ai_0           23      23
o31ai_1            3       3
or3_1              9       9
xnor2_1           25      25
xor2_1            44      44
-- cell type report --
type,count,area share (%)
Clock buffer,9,3.20
Clock inverter,7,1.23
Tap cell,275,4.88
Multi-Input combinational cell,622,59.9
Inverter,43,2.29
Timing Repair Buffer,8,0.923
Sequential cell,97,27.6
-- power groups by stage --
stage	logic [uW]	clock network [uW]	registers [uW]
5_1_grt	28.7	515	508
4_1_cts	25.7	496	507
6_report	25.2	481	507
-- metrics by stage --
step / total power (uW) / worst slack [ns] / area, um^2 / hold slack, ns
after global placement: 545 / 2.86 / 6730 / 0.478
after detailed placement: 545 / 2.88 / 6730 / 0.486
after CTS: 1030 / 2.86 / 7050 / 0.504
after global routing: 1050 / 2.78 / 7050 / 0.526
final: 1010 / 2.90 / 7050 / 0.497
after floorplan: 536 / 4.07 / 6410 / 0.444
Power and IR drop assume default switching activity.
